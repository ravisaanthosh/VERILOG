File: design/flow/config.mk
export PLATFORM = sky130hd
export DESIGN_NAME = alu
export DESIGN_NICKNAME = alu
export VERILOG_FILES = /design/flow/design.v
export SDC_FILE = /design/flow/constraint.sdc
export NUM_CORES = 4
export LEC_CHECK = 1
export CORE_UTILIZATION = 50
File: design/flow/constraint.sdc
current_design alu

set clk_period 69.5
set clk_io_pct 0.2

create_clock -name clk0 -period $clk_period

set non_clock_inputs [all_inputs -no_clocks]
set_input_delay [expr $clk_period * $clk_io_pct] -clock clk0 $non_clock_inputs
set_output_delay [expr $clk_period * $clk_io_pct] -clock clk0 [all_outputs]
File: design/flow/design.v
module alu(input [15:0]a,b,input [3:0]alu_in,output reg[15:0] alu_out);
always @ (*) begin
case ({alu_in})
4'b0000 : alu_out = a+b;  
4'b0001 : alu_out = a-b;  
4'b0010 : alu_out = a*b;  
4'b0011 : alu_out = a/b;  
4'b0100 : alu_out = a<<1;  
4'b0101 : alu_out = a>>1;  
4'b0110 : alu_out = {a[6:0],a[7]};  
4'b0111 : alu_out = {a[0],a[7:1]};  
4'b1001 : alu_out = a&b;  
4'b1010 : alu_out = a|b;  
4'b1011 : alu_out = a^b;  
4'b1100 : alu_out = ~(a&b);  
4'b1101 : alu_out = ~(a^b);  
4'b1110 : alu_out = (a>b);  
4'b1111 : alu_out = (a<b);  
default : alu_out=15'bx;
endcase
end
endmodule
File: design/flow/run.sh
#!/bin/bash
# OpenROAD 26Q1-2900-gdf79404cd8, Yosys 0.63+post, stock flow scripts
make -C /OpenROAD-flow-scripts/flow DESIGN_CONFIG=/design/flow/config.mk WORK_HOME=/design/flow/orfs finish
==> impl_metrics.tcl <==
# metrics dict for downstream scripts
set metrics [dict create \
    run_status "finished clean" \
    xor_xnor_share_of_the_synthesized_area 0.0687 \
    simple_gate_area_frac 0.212 \
    start_kind "input port" \
    detail_route.antenna_diodes 0 \
    fmax_mhz 17.7 \
    worst-setup-path-type "input port to output pin" \
    crit_path_end_kind "output pin" \
    post_detailed_route_count_of_antenna_violating_nets 0 \
    synthesis.area_per_instance_um2 7.25 \
    grt_overflow_total 0 \
    worst_hold_depth 5 \
    fp.dieArea_um2 29000 \
    io_buf_count 52 \
    synthDistinctLibCells 106 \
    number_of_antenna_violations_at_the_first_check_in_global_routing 0 \
    fin_crit_sh 0.814 \
    firstDrtPassIters 7 \
    openroad.warnings 68 \
    power.density_nw_per_um2 18.7 \
    adder_share 0.325 \
    track_usage 0.386 \
    synth.logic.top_family "adder cells" \
    muxShareOfSynthArea 0.0424 \
    end_point_of_the_most_critical_hold_path "alu_out[6]" \
    ys_area_um2 14100 \
    register_area_um2 0 \
    fill_cells 2735 \
    cp.required_ns 55.60 \
    layout.cell_area.non_filler_um2 15100 \
    fp_util 0.509 \
    path_delay_family "AND-OR/OR-AND gates" \
    cts.hold.buffers_added 0 \
    finish.cell_count_without_fillers 2347 \
    critical_path.n_buffers_inverters 13 \
    vias 14900 \
    first_global_vias 13700 \
    share_of_layout_cells_above_drive_strength_1 0.0686 \
    post_cts_buffers 0 \
    grt_setup_unrepaired "no" \
    placeable_core_region_um2 27800 \
    finalCriticalPeriod_ns 56.57 \
    detailedPlacementHpwl_um 42000 \
    worst_path_max_delay_cell "clkdlybuf4s50_1" \
    post_synth_instance_area_um2 14100 \
    synth_cells 1952 \
    post_cts.resized_instances 0 \
    power.leakage_nw 7.02 \
    ioPinCount 52 \
    worst_ir_drop_vdd_mv 0.0226 \
    worst_pin_slew_ns 0.940 \
    worst-endpoint-arrival_ns 42.67 \
    yosys_warnings 1 \
    finalWeightedCongestion 1.07 \
    timing.max_slew.rel_slack 0.366 \
    hold_path.startpoint "alu_in[0]" \
    num_rows 61 \
    die_width_um 170 \
    setup_slack_ns 12.93 \
    dp.cells 2347 \
    yosys.area_share.aoi 0.273 \
    hold_viol 0 \
    largest_incremental_delay_on_the_critical_path_ns 0.64 \
    vias_per_std_cell 6.33 \
    maximum_capacitance_violations 0 \
    area_delta_synth_final_pct 6.84 \
    finalSetupTns_ns 0 \
    fp.dieH_um 170 \
    setup_viol 0 \
    synth-seq-area-share 0 \
    timing.final.max_slew_violations 0 \
    largest_net_degree_at_the_start_of_global_routing 61 \
    postPlaceCellArea_um2 15100 \
    route.detailed.drc 0 \
    critical_path_peak_fanout 21 \
    ff_count 0 \
    drt-wirelength-per-cell_um 23.1 \
    synth.yosys.num_cells 1952 \
    num-clock-buffers 0 \
    finalWirelength_um 54300 \
    crit_path_frequent_cell "a21oi_1" \
    logic_area_um2 13000 \
    worst_setup_timing_slack_at_the_placement_stage_ns 13.33 \
    hold_path_class "input port to output pin" \
    initialDrtViolationCount 1351 \
    global_route_wire_length_before_repair_um 82100 \
]
==> cells in the mapped netlist, drive strengths merged (11+ instances only) <==
library cell | n | area (um^2)
ha | 236 | 2950
nor2 | 203 | 764
inv | 199 | 747
nand2 | 180 | 681
a21oi | 131 | 663
o21ai | 102 | 514
fa | 82 | 1640
xnor2 | 67 | 587
clkbuf | 57 | 215
nor3 | 54 | 275
nand3 | 44 | 220
xor2 | 44 | 385
mux2i | 40 | 400
a21o | 33 | 248
o21a | 33 | 250
o22ai | 26 | 175
o211ai | 25 | 208
a211oi | 24 | 200
buf | 23 | 143
a31oi | 22 | 138
or3 | 22 | 138
nand2b | 21 | 131
mux2 | 17 | 199
o31ai | 17 | 160
nor2b | 16 | 100
and3 | 14 | 91.3
nand4 | 14 | 87.6
and2 | 13 | 82.6
nor4 | 13 | 118
o221ai | 12 | 118
a221oi | 11 | 109
==> cell families after synthesis <==
group | after synthesis
AND-OR/OR-AND | 551
XOR/XNOR | 111
adder cells (fa/ha/maj) | 318
buffers and inverters | 282
multiplexers | 57
AND/OR/NAND/NOR | 633
==> how the worst max path moves through the flow <==
stage,start,to,slack (ns),depth (start not counted)
CTS,b[13],alu_out[0],13.24,116
global route,b[13],alu_out[0],10.70,118
finish,b[13],alu_out[0],12.93,120
==> area by class of cell <==
type,count,share of cell area
multi-input cells,1670,0.862
well taps,378,0.0313
inverters,202,0.0502
repair buffers,97,0.0564
==> per-stage QoR <==
step                       util  power, mW  hold WS, ns
after floorplan               -      0.203        27.98
after global placement    0.544      0.278        29.02
after detailed placement  0.544      0.277        29.01
final                     0.544      0.282        29.00
after CTS                 0.544      0.279        29.00
after global routing      0.544      0.313        29.06
==> layout by cell type, fill, tap and decap left out, types with 11 or more instances in the layout <==
| cell type | instances |
|---|---|
| nand2b_1 | 21 |
| and3_1 | 11 |
| nand4_1 | 14 |
| mux2i_1 | 40 |
| nand3_1 | 44 |
| o22ai_1 | 24 |
| mux2_2 | 15 |
| o211ai_1 | 21 |
| nor2_1 | 202 |
| fa_1 | 82 |
| a31oi_1 | 22 |
| xnor2_1 | 67 |
| o21a_1 | 31 |
| ha_1 | 236 |
| buf_4 | 45 |
| a21oi_1 | 129 |
| a21o_1 | 33 |
| a211oi_1 | 20 |
| or3_1 | 22 |
| xor2_1 | 44 |
| nor3_1 | 53 |
| and2_1 | 12 |
| nand2_1 | 178 |
| o31ai_1 | 14 |
| clkdlybuf4s50_1 | 51 |
| o21ai_0 | 93 |
| inv_1 | 197 |
| nor2b_1 | 16 |
==> layer usage <==
layer  up-vias  GRT usage  wire [um]  share of wire
li1       7051          -          -              -
met4         0      0.136       2220          0.041
met5         -    0.00870          0              0
met3       140     0.0796       5180          0.095
met2       676      0.576      22900           0.42
met1      7000      0.556      23900           0.44
==> power by group <==
part	switching [mW]	leakage, nW	internal [mW]
Combinational	0.165	7.02	0.117
Clock	0	0	0
Sequential	0	0	0
Power is estimated from default activity; no workload was simulated.
