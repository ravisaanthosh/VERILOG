## run.sh

```bash
#!/bin/bash
# OpenROAD 26Q1-2900-gdf79404cd8, Yosys 0.63+post, stock flow scripts
make -C /OpenROAD-flow-scripts/flow DESIGN_CONFIG=/design/flow/config.mk WORK_HOME=/design/flow/orfs finish
```

## constraint.sdc

```tcl
current_design sram

set clk_period 1.5
set clk_io_pct 0.2

create_clock -name clk0 -period $clk_period [get_ports {clk}]

set non_clock_inputs [all_inputs -no_clocks]
set_input_delay [expr $clk_period * $clk_io_pct] -clock clk0 $non_clock_inputs
set_output_delay [expr $clk_period * $clk_io_pct] -clock clk0 [all_outputs]
```

## config.mk

```make
export PLATFORM = sky130hd
export DESIGN_NAME = sram
export DESIGN_NICKNAME = sram
export VERILOG_FILES = /design/flow/design.v
export SDC_FILE = /design/flow/constraint.sdc
export NUM_CORES = 4
export LEC_CHECK = 1
export CORE_AREA = 10 10 78 78
export DIE_AREA = 0 0 88 88
```

## design.v

```verilog
module sram(input clk,rs,wr,input[3:0]din,input[2:0]add,output reg[3:0]dout);
  reg[7:0] ram[3:0];    
always@(posedge clk)begin
if(rs==1)
dout<=4'b0000;
else if(wr==1)
ram[add]<=din;
else if(wr==0)
dout<=ram[add];
end
endmodule
```

==> metrics.csv <==
stage;metric;value;unit
status;status;finished, final reports clean;
clock_network;clock_latency;0.25;ns
die;io-pin-count;14;
routing;route.vias.total;495;
synth;yosys-top-cells-area;edfxtp_1 60%, dfxtp_1 10%, mux2i_1 5.0%;
timing;report.final.slew_viol_count;0;
global_routing;grt_pass1_wl;2480;microns
clock_network;cts_tree;yes;
clock_network;htree_levels;1;
placed_design;place_congestion;0.759;
synth;yosys_warnings;1;
synth;synth_adder_area_share;0;%
critical_path;slowest_delay;0.48;ns
power;p_comb_share;9.6;%
die;core_area;4410;sq um
synth;yosys.area_share.simple;11.8;%
synth;top_cell;edfxtp_1;
synth;top_area_cell;edfxtp_1;
placed_design;io_buffers;12;
min_path;hp-class;flop to flop;
clock_network;clockRootBuffer;clkbuf_8;
cells_and_area;instances_no_fill;121;
synth;netlist_instances;51;
global_routing;grt_pass1_vias;496;
critical_path;path_class;primary input to flop;
synth;ys_cells;51;
routing;first_iter_violations;66;
synth;top_logic_kind;simple AND/OR/NAND/NOR gates;
power;clockPowerShare;32.0;%
routing;remaining_drc_errors;0;
power;cellInternalPower;871;uW
timing;clock.fmax;695;MHz
cells_and_area;fin_util;24.0;%
critical_path;crit_required;1.47;ns
placed_design;dp.cells;117;
clock_network;clk_pin_slew;0.07;ns
global_routing;use_met2;5.62;%
timing;rsz0062_at_grt;false;
power;seqPwrFrac;58.5;%
die;die_area;7740;sq um
die;die_x;88;microns
global_routing;grtUsageMet1;5.46;%
cells_and_area;layout-drive-gt1-share;15.9;%
synth;yosysChipArea;805;sq um
clock_network;cts.sinks;20;
critical_path;crit_chain;clkdlybuf4s50_1, nor2b_1, nor3b_1, buf_4;
run;drv_cap;0;
global_routing;grt_start_max_net_pins;15;
synth;flop_cell;edfxtp_1;
routing;ant_nets;0;
timing;slew_headroom;80.4;%
timing;clock_skew;0.000819;ns
power;leakagePower;0.363;nW
timing;tightest_slew;0.292;ns
clock_network;clock_path_buffers;2;
synth;aoi_share;6.07;%
synth;synthXorXnorAreaFrac;0;%
synth;yosysUniqueCellTypes;16;
synth;edf_count;16;
timing;setup_violations;0;
die;num_rows;24;
placed_design;hpwl;1120;microns
die;die-height;88;microns
global_routing;busiest_layer;met2;
critical_path;crit_arrival;1.41;ns
critical_path;cp_slowest_cell;clkdlybuf4s50_1;
synth;syn_area_per_cell;15.8;sq um
timing;finalHoldViolations;0;
power;swShare;18.8;%
power;ir_drop;0.256;mV
die;initCoreUtil;18.2;%
synth;top_area_share;59.7;%
timing;post-route-period-util;95.9;%
global_routing;grt_overflow;0;
synth;numSynthFlops;20;
critical_path;cp-start-kind;primary input;
routing;drt_pass1_iterations;4;
clock_network;cts_hold_buffers;0;
routing;wl;1520;microns
power;p_per_area;1010;nW/um^2
routing;insertedDiodeCount;0;
cells_and_area;syn_to_final_growth;31.6;%
clock_network;cts_buffers;3;
global_routing;met3_usage;3.09;%
timing;period_minus_slack;1.44;ns
global_routing;grt_usage;4.13;%
critical_path;crit_path_max_fanout;4;
routing;via_per_inst;4.09;
synth;mux_area_share;8.24;%
critical_path;cp-end-kind;flop;
synth;synthesis.area;805;sq um
power;switching_power;202;uW
global_routing;antenna_found_initial;0;
synth;synthTopCellsByCount;16 x edfxtp_1, 4 x dfxtp_1, 4 x mux2i_1, 4 x nand2_1, 4 x nor3b_1;
clock_network;cts_setup_buffers;0;
synth;async_reset_ff_share;0;%
routing;detail_route.wl_per_cell;12.5;microns
power;power;1.07;mW
clock_network;ctsResizeCount;0;
run;tool_warnings;26;
synth;synth_seq_share;69.7;%
-- kinds of logic (layout without fill, tap and decap cells) --
group,Yosys count,in the layout
mux,5,5
flops,20,20
compound gates,6,6
buf+inv,4,22
simple gates,16,16
-- registers in the layout, summed over array words and instances (netlist names) --
signal / count
dout: 4
ram: 16
-- per-layer routing --
metal / wire length [microns] / vias up / part of all wire, %
met2: 618 / 26 / 41
met1: 655 / 234 / 43
li1: - / 233 / -
met4: 8 / 0 / 0.53
met3: 234 / 2 / 15
met5: 0 / - / 0
-- final timing paths --
kind	startpoint	to	slack [ns]	depth (start not counted)
setup / recovery	wr	ram[0][3]	0.06	4
hold / removal	dout[1]	dout[1]	0.46	2
setup reg to reg	ram[1][2]	dout[2]	0.35	3
hold reg to reg	dout[1]	dout[1]	0.46	2
-- layout make-up --
| class | count | area, sq um |
|---|---|---|
| well taps | 52 | 65.1 |
| multi-input cells | 27 | 210 |
| clock buffers | 4 | 45.0 |
| repair buffers | 18 | 178 |
| fillers | 453 | 3360 |
| flip-flops and latches | 20 | 561 |
-- stage by stage --
stage,TNS (ns),worst slack [ns],area (sq um),hold WS [ns]
finish,0,0.0610,1060,0.456
floorplan,0,0.210,805,0.372
detailed placement,-3.19,-0.214,1010,0.450
global route,0,0.0167,1060,0.484
CTS,0,0.0557,1060,0.459
global placement,-2.43,-0.172,1010,0.449
-- power groups by stage --
stage / sequential [mW] / clock [mW] / combinational [mW]
4_1_cts: 0.627 / 0.357 / 0.104
5_1_grt: 0.629 / 0.392 / 0.113
6_report: 0.627 / 0.343 / 0.103
-- cell usage in the layout, fill, tap and decap left out --
master	netlist	routed
nor2b_1	1	1
mux2i_1	4	4
buf_12	0	1
nor3b_1	4	4
nor4_1	3	3
and3_2	1	1
mux4_1	1	1
clkdlybuf4s50_1	0	12
clkbuf_1	2	1
nor2_1	2	2
dfxtp_1	4	4
edfxtp_1	16	16
and3b_2	1	1
a211o_1	3	3
a211oi_1	3	3
nand2_1	4	4
buf_4	0	5
clkbuf_8	0	3
-- worst max-delay path: cells and delay by family --
kind | cells | cell delay [ns]
buffers and inverters | 2 | 0.65
AND/OR/NAND/NOR | 2 | 0.46
No activity file was given, so power comes from the tool's default toggle rates.
