--- flow/run.sh ---
#!/bin/bash
# OpenROAD 26Q1-2900-gdf79404cd8, Yosys 0.63+post, stock flow scripts
make -C /OpenROAD-flow-scripts/flow DESIGN_CONFIG=/design/flow/config.mk WORK_HOME=/design/flow/orfs finish
--- flow/config.mk ---
export PLATFORM = sky130hd
export DESIGN_NAME = Dram
export DESIGN_NICKNAME = Dram
export VERILOG_FILES = /design/flow/design.v
export SDC_FILE = /design/flow/constraint.sdc
export NUM_CORES = 4
export LEC_CHECK = 1
export CORE_AREA = 10 10 78 78
export DIE_AREA = 0 0 88 88
--- flow/constraint.sdc ---
current_design Dram

set clk_period 1.8
set clk_io_pct 0.2

create_clock -name clk0 -period $clk_period [get_ports {clk}]

set non_clock_inputs [all_inputs -no_clocks]
set_input_delay [expr $clk_period * $clk_io_pct] -clock clk0 $non_clock_inputs
set_output_delay [expr $clk_period * $clk_io_pct] -clock clk0 [all_outputs]
--- flow/design.v ---
module Dram(input clk,rs,wr,input[3:0]din,input[2:0]add,output reg[3:0]dout);
reg[7:0] ram[3:0];    
always@(posedge clk)begin
if(rs==1)
dout<=4'b0000;
else if(wr==1)
ram[add]<=din;
else if(wr==0)
dout<=ram[add];
end
endmodule
==> summary.txt <==
Physical implementation status

The flow ran to the end, and the final reports show no timing, DRC or antenna violations. In this run, post-CTS hold repair placed 0 buffers. The remaining max-slew budget at the tightest pin stands at 0.8221. The die is about 88 um tall.

For this run, the share of the core covered by cells in the final layout is 0.2370. The post-route clock skew stands at 0.0007588 ns. The setup total negative slack stands at 0 ns. The worst vdd rail ir drop stands at 0.4109 mV.

In the routed design, unresolved DRC markers number 0. The number of levels the H-tree was split into stands at 1. The total of fill cells in the finished design stands at ~450.

Clock latency on the worst-skew pair, taken at its later pin, is approximately 0.25 ns. The die area stands at a little under 8000 um^2. In the setup report, the worst path falls into the class input port to flip-flop. In the layout the commonest cells are sky130_fd_sc_hd__edfxtp_1, sky130_fd_sc_hd__clkdlybuf4s50_1, sky130_fd_sc_hd__buf_4. Summed over all routing layers, the global router reports a total usage of 0.04184.

The highest metal layer carrying signal wires in the routed design is met3. In the final report, the number of endpoints failing setup comes to 0. The tally of buffers added on design ports stands at 12. The share of the cycle needed by the critical path after routing stands at 0.8550. The number of global-route vias before repair stands at slightly above 500. The global placement routability congestion stands at a little under 0.8. The initial DRC count stands at approximately 64. In this run the maximum-capacitance check reported violations numbering 0. The synthesis area per yosys stands at just over 800 um^2.

The reported leakage power stands at approximately 0.36 nW. STA reports the tightest min-delay check as being of type flip-flop to flip-flop. The actual transition at the worst max-transition pin stands at around 0.26 ns. In the routed netlist, the antenna diode instances number 0. The achievable clock frequency stands at roughly 650 MHz. Detailed placement finished with a half-perimeter wire length of 1.154 mm. The script logs the mean routed wire length per placed instance as ~13 um. Synthesis handed over a netlist of around 51 instances. The routed design shows a via density per instance of ~3.9. The final timing report derives a shortest allowable period of 1.539 ns. Per the timing report, the most critical flop-to-flop path originates at ram[1][2]$_DFFE_PP_. In this run the standard cell core region covers approximately 4400 um^2. The sequential area share after synthesis stands at 0.6967. For this design the top-level I/O count stands at 14. The clock sink count stands at 20. Data on the critical path arrives at its endpoint at between 1.5 and 2 ns.

The number of standard cells reported by yosys stands at ~51. The routed wire length stands at between 1.5 and 2 mm. The die span in x stands at 88 um. Summed over all layers, the global routing overflow is 0. The routed layout has between 400 and 500 vias. The worst-case reg-to-reg path depth stands at 3. In this run the remaining antenna-violating nets after routing total 0.

Clock tree synthesis selected as its root buffer the cell sky130_fd_sc_hd__clkbuf_8. The synthesis stat section lists a flop and latch total of 20. The site row count stands at 24. The tool warning count stands at 26.

The number of different library cells in the post-synthesis netlist stands at 16. The top cell type in the final layout, fill and taps aside, is sky130_fd_sc_hd__edfxtp_1. The worst setup path is captured at a flip-flop. The total of warnings raised by yosys stands at 1.

The detailed-routed wire length on met2 stands at roughly 670 um. The average instance in the mapped netlist occupies between 15 and 20 um^2. Looking at the hold checks, the worst path lands on dout[1]$_SDFFE_PP0N_.

The area taken by sequential standard cells is reported as 560.5 um^2. No sink is reached through more buffers than the 2 on the longest clock path. The flow reported a cell area power density of roughly 850 nW/um^2.

The floorplan core density stands at 0.1823. The post-route cell area stands at ~1000 um^2. The initial antenna violation count was 0. Setup repair after global routing left no endpoint under its margin. STA classifies the critical path startpoint as an input port. The design draws between 0.8 and 0.9 mW. Clock tree synthesis inserted a total of 3 buffers. Gates resized during post-CTS repair numbered 0. The number of setup buffers added after CTS is 0. The OpenROAD report gives the critical path a required time of approximately 1.8 ns. In this run the layout overhead on the synthesized area is reported as 30.02%. Summing all placed instances gives a cell area of ~1000 um^2.

The layout summary lists the proportion of cells stronger than drive strength 1 as 0.1594. For flop-to-flop paths, the worst setup slack is roughly 0.6 ns. After clock tree synthesis, the clock-pin slew on the worst setup and hold paths is 0.07 ns. The report gives the cell count of the worst hold path as 2. Looking at the reg2reg group, the worst path ends at dout[2]$_SDFFE_PP0N_. Entering global routing, the biggest net connects 15 pins. The number of detailed-route iterations in the first pass stands at 4. The final number of max-transition violations stands at 0. The report shows a maximum critical-path fanout of 4. The post-route report lists met1 wire length as approximately 720 um. The area of the mapped netlist stands at 804.5 um^2. TritonCTS built the clock tree.

The first global-routing pass estimated between 2 and 3 mm of wire. The multi-input combinational cells in the finished layout cover a total of about 210 um^2. Looking at hold timing, the worst path starts from dout[1]$_SDFFE_PP0N_.

The met3 layer wire length in the routed design stands at around 160 um. The count of final hold-check violations stands at 0. The smallest hold slack stands at 0.4626 ns.
worst max-delay path, cell delays in order:
cell and delay [ns]:
sky130_fd_sc_hd__clkdlybuf4s50_1 0.47, sky130_fd_sc_hd__nor2b_1 0.25, sky130_fd_sc_hd__nor3b_1 0.24, sky130_fd_sc_hd__buf_4 0.18
flip-flops by register name, indices dropped and copies added (netlist names):
signal / flops
dout: 4
ram: 16
through the flow:
| step | setup WS [ns] | cells |
|---|---|---|
| 5_1_grt | 0.09431 | 121 |
| 4_1_cts | 0.2722 | 121 |
| 3_3_place_gp | 0.04071 | 117 |
| 2_1_floorplan | 0.4498 | 51 |
| 6_report | 0.2609 | 121 |
| 3_5_place_dp | 0.02316 | 117 |
where the power goes:
group / switching (mW) / internal (mW)
Combinational: 0.0343 / 0.0487
Clock: 0.130 / 0.151
Sequential: 0.00560 / 0.517
how the worst max path moves through the flow:
stage / start / end / slack, ns / depth (start not counted)
4_1_cts: wr / ram[0][3]$_DFFE_PP_ / 0.27 / 4
6_report: wr / ram[0][2]$_DFFE_PP_ / 0.26 / 4
5_1_grt: wr / ram[0][2]$_DFFE_PP_ / 0.09 / 4
cells in the mapped netlist:
cell                       instances  area [um^2]
sky130_fd_sc_hd__a211oi_1          3        22.52
sky130_fd_sc_hd__clkbuf_1          2        7.510
sky130_fd_sc_hd__mux2i_1           4        40.04
sky130_fd_sc_hd__mux4_1            1        26.28
sky130_fd_sc_hd__and3_2            1        7.510
sky130_fd_sc_hd__a211o_1           3        26.28
sky130_fd_sc_hd__nor2_1            2        7.510
sky130_fd_sc_hd__nor3b_1           4        30.03
sky130_fd_sc_hd__and3b_2           1        10.01
sky130_fd_sc_hd__nand2_1           4        15.01
sky130_fd_sc_hd__edfxtp_1         16        480.5
sky130_fd_sc_hd__buf_6             1        11.26
sky130_fd_sc_hd__nor2b_1           1        6.260
sky130_fd_sc_hd__dfxtp_1           4        80.08
sky130_fd_sc_hd__buf_8             1        15.01
sky130_fd_sc_hd__nor4_1            3        18.77
area by class of cell:
type,instances,area share
clock buffer,3,0.03947
tap,52,0.06220
clock inverter,1,0.003589
timing repair buffer,18,0.1579
sequential,20,0.5359
multi-input combinational,27,0.2010
layer usage:
metal  vias to the layer above  global-route usage
met1                       223             0.05030
met3                         0             0.02806
met4                         0            0.001449
met2                        16             0.06481
li1                        235                   -
met5                         -                   0
cell families (layout without fill, tap and decap cells):
logic type             after synthesis  count (layout)  share of synthesized area
buffers and inverters                4              22                    0.04199
multiplexers                         5               5                    0.08243
AND-OR/OR-AND                        6               6                    0.06066
AND/OR/NAND/NOR                     16              16                     0.1182
flip-flops                          20              20                     0.6967
Power is estimated from default activity; no workload was simulated.
